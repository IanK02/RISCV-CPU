## flow/design.v

```verilog
module register_file(
    input logic clk,
    input logic write_enable,
    input logic [4:0] rs1, rs2, rd,
    input logic [63:0] write_data,
    output logic [63:0] read_data1, read_data2
);
    logic [63:0] registers [31:0];
    assign read_data1 = registers[rs1];
    assign read_data2 = registers[rs2];
    always_ff @(posedge clk) begin
        if (write_enable && rd != 0)  
            registers[rd] <= write_data;
    end
endmodule
```

## flow/run.sh

```bash
#!/bin/bash
# OpenROAD 26Q1-2900-gdf79404cd8, Yosys 0.63+post, stock flow scripts
make -C /OpenROAD-flow-scripts/flow DESIGN_CONFIG=/design/flow/config.mk WORK_HOME=/design/flow/orfs finish
```

## flow/config.mk

```make
export PLATFORM = sky130hd
export DESIGN_NAME = register_file
export DESIGN_NICKNAME = register_file
export VERILOG_FILES = /design/flow/design.v
export SDC_FILE = /design/flow/constraint.sdc
export NUM_CORES = 4
export LEC_CHECK = 1
export CORE_UTILIZATION = 40
```

## flow/constraint.sdc

```tcl
current_design register_file

set clk_period 12.3
set clk_io_pct 0.2

create_clock -name clk0 -period $clk_period [get_ports {clk}]

set non_clock_inputs [all_inputs -no_clocks]
set_input_delay [expr $clk_period * $clk_io_pct] -clock clk0 $non_clock_inputs
set_output_delay [expr $clk_period * $clk_io_pct] -clock clk0 [all_outputs]
```

==> CHANGELOG.md <==
## Implementation

* Outcome: finished clean
* Drt pass-1 iters at 5
* Yosys cell count at 4,298
* Syn Std Cell Area at 94,100 sq um
* Max reg flops at 2,048
* Worst stage delay on the critical path at 0.68 ns
* DPL Wire Length at about 160,000 um
* Cell area power density at 144 nW/um^2
* Type of the worst min-delay path: in2reg
* Cell count after synthesis at 4,298
* Final setup TNS at 0 ns
* Max-Cap Viols at 0
* Share of layout cells above drive strength 1 at 0.349
* Gates resized, CTS repair at 0
* Metal3 WL at 54,100 um
* Rel. slew slack at 0.363
* Seq/Total Area, Yosys at 0.653
* IO Count at 209
* Core Region at roughly 230,000 sq um
* Grt total ovfl at 0
* Largest net degree at the start of global routing at 96
* Chip area at 237,000 sq um
* Leakage at around 34 nW
* Placer congestion estimate at 0.852
* H-tree Lvls at 4
* DR top layer: met5
* Yosys Chip Area at between 90,000 and 100,000 sq um
* CTS root buffer: clkbuf_16
* Share of the core filled with cells at 0.463
* Initial antenna violation count at 17
* CTS tree: done
* WP buf/inv at 4
* Via/cell ratio at slightly above 6
* Row count at 177
* Critical-path maximum fanout at 66
* RSZ-0062 raised after global routing: no
* Die y size at between 400 and 500 um
* Num Clock Sinks at about 2,000
* Fill count at 18,900
* Max Freq at 117 MHz
* Crit path DRT at between 9 and 10 ns
* Post-Place Worst Slack at between 3 and 4 ns
* Yosys warning tally at 1
* Number of library cell types mapped by synthesis at 37
* Setup WS post-layout at 3.75 ns
* Worst Tran Pin Value at 0.953 ns
* Met2 WL post-DR at 132,000 um
* Critical-path cell list: buf_8, buf_4, buf_12, mux4_2, nand2_1, a32o_1, a221oi_1, clkdlybuf4s50_1
* Mean Syn Cell Area at 21.9 sq um
* Global-route wire length before repair at 402,000 um
* CP arrival at 6.09 ns
* Buffers on Ports at around 210
* Most flops, register: registers
* WL met1 at approximately 86,000 um
* Hold buffers post-CTS at 0
* Area Growth Syn to Fin at 14.7%
* Slew Limit Fails at 0
* Tool warnings at 26
* Initial Utilization at 0.404
* CP Capture Type: output port
* Ys flops at 2,048
* Total GRT Usage at 0.266
* Slowest cell on the critical path: a221oi_1
* Setup Fix Bufs, Post-CTS at 0
* Fin crit share at 0.695
* Delay-heaviest family, CP: buffers and inverters
* Peak supply drop at 0.139 mV
* Crit Path Category: in2out
* Vias in the first global route at between 50,000 and 60,000
* DRT iter0 DRCs at 3,047
* DRC at 0
* Routed Antenna Nets at 0
* CP startpoint kind: primary input
* Post-layout min period at ~8.5 ns
* Num CTS Buffers at 211
* CTS Buffer Depth at 3
* Final hold viol count at 0
* Setup violations, final at 0
* Top flop regs: registers (2048)
* WL/cell at 35.2 um
* Clock transition at path regs at 0.06 ns
* Post-Route WL at 282,000 um
* Vias at between 40,000 and 50,000
* Chip Width at 487 um
-- where the power goes --
group | leakage [nW] | internal (mW) | total (mW) | switching (mW)
registers | 18.5 | 7.78 | 7.82 | 0.0403
clock network | 3.30 | 3.63 | 6.36 | 2.72
logic | 12.4 | 0.647 | 1.37 | 0.724
total | 34.2 | 12.1 | 15.6 | 3.49
-- synthesized netlist by cell type --
master,count,area share
a2111oi_0,3,0.00028
a211o_1,5,0.00047
a211oi_1,8,0.00064
a21o_1,4,0.00032
a21oi_1,3,0.00016
a221oi_1,90,0.0084
a22o_1,35,0.0033
a22oi_1,22,0.0018
a32o_1,36,0.0038
a32oi_1,3,0.00028
and2_1,5,0.00033
buf_1,32,0.0013
buf_2,129,0.0069
buf_4,74,0.0059
buf_6,16,0.0019
clkbuf_1,93,0.0037
conb_1,1,0.000040
edfxtp_1,2048,0.65
inv_2,1,0.000040
mux2_2,49,0.0059
mux2i_1,362,0.038
mux4_2,1045,0.25
nand2_1,82,0.0033
nand2b_1,4,0.00027
nand3_1,2,0.00011
nand3b_1,5,0.00040
nor2_1,45,0.0018
nor2b_1,20,0.0013
nor3_1,1,0.000053
nor4_1,3,0.00020
o21a_1,25,0.0020
o221ai_1,3,0.00028
o22ai_1,34,0.0023
o41ai_1,3,0.00028
or2_2,2,0.00013
or3_1,2,0.00013
or3b_2,3,0.00028
-- metrics by stage --
step | hold slack (ns) | cells | power (mW) | area, sq um
2_1_floorplan | 2.56 | 4361 | 8.76 | 94400
3_3_place_gp | 3.29 | 7622 | 9.35 | 101000
3_5_place_dp | 3.30 | 7622 | 9.36 | 101000
4_1_cts | 2.36 | 8011 | 15.7 | 108000
5_1_grt | 2.39 | 8012 | 16.0 | 108000
6_report | 2.41 | 8017 | 15.6 | 108000
-- cells in the final DEF (no fill, tap or decap), drive strengths merged, types with 6 or more instances in the layout --
cell / instances
a211oi: 8
a221oi: 90
a22o: 35
a22oi: 22
a32o: 36
buf: 275
bufinv: 22
clkbuf: 261
clkdlybuf4s50: 198
clkinv: 96
conb: 64
diode: 6
edfxtp: 2048
inv: 6
mux2: 49
mux2i: 362
mux4: 1045
nand2: 82
nor2: 45
nor2b: 20
o21a: 25
o22ai: 34
-- final timing paths --
| kind | startpoint | slack [ns] | to | depth (start not counted) |
|---|---|---|---|---|
| setup / recovery | rs2[0] | 3.75 | read_data2[52] | 8 |
| hold / removal | write_data[0] | 2.41 | registers[1][0]$_DFFE_PP_ | 2 |
-- layout make-up --
type,instances,area (sq um),area share
clock buffer,261,5510,0.0511
antenna,6,15.0,0.000139
tap,3132,3920,0.0363
inverter,1,11.3,0.000104
clock inverter,128,1320,0.0122
sequential,2048,61500,0.570
timing repair buffer,473,4320,0.0400
multi-input combinational,1968,31300,0.290
-- per-layer routing --
| metal | vias to the layer above | track usage |
|---|---|---|
| met3 | 563 | 0.224 |
| met4 | 36 | 0.0752 |
| met5 | - | 0.0106 |
| met1 | 25300 | 0.304 |
| met2 | 3611 | 0.381 |
| li1 | 19900 | - |
-- kinds of logic after synthesis --
group / share of synthesized area
flops: 0.653
mux: 0.294
buf+inv: 0.0197
compound gates: 0.0242
simple gates: 0.00830
other cells: 0.0000398
No activity file was given, so power comes from the tool's default toggle rates.
